File: flow/run.sh
#!/bin/bash
# OpenROAD 26Q1-2900-gdf79404cd8, Yosys 0.63+post, stock flow scripts
make -C /OpenROAD-flow-scripts/flow DESIGN_CONFIG=/design/flow/config.mk WORK_HOME=/design/flow/orfs finish
File: flow/config.mk
export PLATFORM = sky130hd
export DESIGN_NAME = FIFO_DPRAM_Single_Clock
export DESIGN_NICKNAME = FIFO_DPRAM_Single_Clock
export VERILOG_FILES = /design/flow/design.v
export SDC_FILE = /design/flow/constraint.sdc
export NUM_CORES = 4
export LEC_CHECK = 1
export CORE_UTILIZATION = 50
File: flow/constraint.sdc
current_design FIFO_DPRAM_Single_Clock

set clk_period 94.6
set clk_io_pct 0.2

create_clock -name clk0 -period $clk_period [get_ports {i_Clk}]

set non_clock_inputs [all_inputs -no_clocks]
set_input_delay [expr $clk_period * $clk_io_pct] -clock clk0 $non_clock_inputs
set_output_delay [expr $clk_period * $clk_io_pct] -clock clk0 [all_outputs]
File: flow/design.v
module Dual_Port_RAM_Single_Clock #(parameter WIDTH = 8, DEPTH = 256)
  (input                     i_Clk,
   input [WIDTH-1:0]         i_PortA_Data,
   input [$clog2(DEPTH)-1:0] i_PortA_Addr,
   input                     i_PortA_WE,
   output reg [WIDTH-1:0]    o_PortA_Data,
   input [WIDTH-1:0]         i_PortB_Data,
   input [$clog2(DEPTH)-1:0] i_PortB_Addr,
   input                     i_PortB_WE,
   output reg [WIDTH-1:0]    o_PortB_Data
   );
  reg [WIDTH-1:0] r_Memory[DEPTH-1:0];
  always @ (posedge i_Clk)
  begin
    if (i_PortA_WE) 
    begin
      r_Memory[i_PortA_Addr] <= i_PortA_Data;
      o_PortA_Data           <= i_PortA_Data;
    end
    else 
    begin
      o_PortA_Data <= r_Memory[i_PortA_Addr];
    end
  end
  always @ (posedge i_Clk)
  begin
    if (i_PortB_WE)
    begin
      r_Memory[i_PortB_Addr] <= i_PortB_Data;
      o_PortB_Data           <= i_PortB_Data;
    end
    else
    begin
      o_PortB_Data <= r_Memory[i_PortB_Addr];
    end
  end
endmodule  
module FIFO_DPRAM_Single_Clock #(parameter WIDTH = 8, 
                                 parameter DEPTH = 256, 
                                 parameter MAKE_FWFT = 0)
  (input                     i_Rst_L,
   input                     i_Clk,
   input                     i_Wr_DV,
   input [WIDTH-1:0]         i_Wr_Data,
   input [$clog2(DEPTH)-1:0] i_AF_Level,
   output                    o_AF_Flag,
   output                    o_Full,
   input                     i_Rd_En,
   output reg [WIDTH-1:0]    o_Rd_Data,
   input [$clog2(DEPTH)-1:0] i_AE_Level,
   output                    o_AE_Flag,
   output                    o_Empty
   );
  reg [$clog2(DEPTH)-1:0] r_Wr_Addr, r_Rd_Addr;
  reg [$clog2(DEPTH):0]   r_Word_Count;   
  wire [WIDTH-1:0] w_DPRAM_Data;
  Dual_Port_RAM_Single_Clock #(.WIDTH(WIDTH), .DEPTH(DEPTH)) FIFO_DPRAM_Inst 
    (.i_Clk(i_Clk),   
     .i_PortA_Data(i_Wr_Data),
     .i_PortA_Addr(r_Wr_Addr),
     .i_PortA_WE(i_Wr_DV),
     .o_PortA_Data(),
     .i_PortB_Data(8'h00),
     .i_PortB_Addr(r_Rd_Addr),
     .i_PortB_WE(1'b0),
     .o_PortB_Data(w_DPRAM_Data)
     );
  always @(posedge i_Clk or negedge i_Rst_L)
  begin
    if (~i_Rst_L)
    begin
      r_Wr_Addr    <= 0;
      r_Rd_Addr    <= 0;
      r_Word_Count <= 0;
    end
    else
    begin
      if (i_Wr_DV & ~o_Full)
      begin
        if (r_Wr_Addr == DEPTH-1)
          r_Wr_Addr <= 0;
        else
          r_Wr_Addr <= r_Wr_Addr + 1;
      end
      if (i_Rd_En & ~o_Empty)
      begin
        if (r_Rd_Addr == DEPTH-1)
          r_Rd_Addr <= 0;
        else
          r_Rd_Addr <= r_Rd_Addr + 1;
      end
      if (i_Rd_En & ~i_Wr_DV)
      begin
        if (r_Word_Count != 0)
        begin
          r_Word_Count <= r_Word_Count - 1;
        end
      end
      else if (i_Wr_DV & ~i_Rd_En)
      begin
        if (r_Word_Count != DEPTH)
        begin
          r_Word_Count <= r_Word_Count + 1;
        end
      end
      if (i_Rd_En & i_Wr_DV & o_Empty & (MAKE_FWFT == 1))
      begin
        o_Rd_Data <= i_Wr_Data;
      end
      else
      begin
        o_Rd_Data <= w_DPRAM_Data;
      end
    end  
  end  
  assign o_Full  = (r_Word_Count == DEPTH);
  assign o_Empty = (r_Word_Count == 0);
  assign o_AF_Flag = (r_Word_Count > DEPTH - i_AF_Level) ? 1'b1 : 1'b0;
  assign o_AE_Flag = (r_Word_Count <= i_AE_Level)        ? 1'b1 : 1'b0;
  // synthesis translate_off
  always @(posedge i_Clk)
  begin
    if (i_Rd_En == 1'b1 && i_Wr_DV == 1'b0 && r_Word_Count == 0)
    begin
      $error("Error! Reading Empty FIFO");
    end
    if (i_Wr_DV == 1'b1 && i_Rd_En == 1'b0 && r_Word_Count == DEPTH)
    begin
      $error("Error! Writing Full FIFO");
    end
  end
  // synthesis translate_on
endmodule  
==> impl_metrics.json <==
{
  "setup.reg_to_reg.worst_slack_ps": 89030,
  "final_layout_size_suffix_gt1_share_pct": 22.8,
  "drt_iter0_drc": 2796,
  "timing.fmax_mhz": 24.7,
  "grt_start_max_net_pins": 129,
  "hold_path.class": "reg -> reg",
  "net_sw_power_uw": 810,
  "synth_top_flop_cell": "edfxtp_1",
  "gpl.final_weighted_congestion": 0.887,
  "clock_tree_from_tritoncts": "yes",
  "timing.critical_path.arrival_ps": 21640,
  "period_minus_slack_ps": 40560,
  "critPathCaptureType": "output port",
  "cts_hold_buffers": 0,
  "synth.yosys.num_cells": 3906,
  "relSlewSlack_pct": 31.5,
  "timing.final.hold_violations": 0,
  "mostFrequentLayoutCell": "edfxtp_1",
  "core_area_um2": 161000,
  "pwr-share-seq_pct": 40.8,
  "cells_after_synthesis": 3906,
  "critPathRequiredTime_ps": 75680,
  "power_per_cell_area_nw_per_um2": 28.3,
  "area_growth_pct": 12.2,
  "worst-path-max-fanout": 4,
  "final.setup.worst_slack_ps": 54040,
  "worst_setup_hold_path_clk_slew_ps": 60,
  "netlist.top_cell.by_area": "edfxtp_1",
  "async_set_or_reset_flop_fraction_in_the_synthesized_netlist_pct": 1.20,
  "synth-seq-area-share_pct": 76.8,
  "die.size.x_um": 406,
  "sw_frac_of_total_pct": 31.4,
  "worstSetupPathType": "in -> out",
  "final-seq-area_um2": 62500,
  "final_antenna_net_count": 0,
  "aggregate_global_route_resource_usage_pct": 28.9,
  "whs_ps": 415,
  "clk_path_buf_depth": 3,
  "numPlacedInstances": 6037,
  "setup_violations": 0,
  "drtPass1Iterations": 5,
  "finalNonFillerCells": 6429,
  "worst_skew_pair.late_latency_ps": 840,
  "timing_worst_slew_pin_value_ps": 1020,
  "report.final.slew_viol_count": 0,
  "count_of_yosys_warnings_during_synthesis": 3,
  "grt_remaining_overflow": 0,
  "synth.cell_area_um2": 81400,
  "fillers": 11743,
  "chipHeight_um": 406,
  "final.setup.tns_ps": 0,
  "number_of_port_buffers": 39,
  "grt_pass1_vias": 43267,
  "cts-htree-levels": 4,
  "detailedPlacementHpwl_um": 121000,
  "cts_root_buffer": "clkbuf_16",
  "totalWireLength_um": 204000,
  "dp_worst_setup_slack_ps": 54060,
  "finalClockPeriodUsage_pct": 42.9,
  "mean_cell_area_of_the_mapped_netlist_um2": 20.8,
  "top_cells_by_area": "edfxtp_1 76%, mux4_2 13%, mux2i_1 1.3%",
  "irDropWorstVdd_v": 0.0000253,
  "synthDistinctLibCells": 71,
  "num_vias": 39504,
  "fin_worst_skew_ps": 40.0,
  "power_mw": 2.58,
  "cts_setup_buffers": 0,
  "cp-start-kind": "input port",
  "layout.area.comb_um2": 17600,
  "wire_per_inst_um": 31.7,
  "status": "finished, final reports clean",
  "routed_via_density": 6.14,
  "placement_rows": 147,
  "grt_setup_unrepaired": "false",
  "route.detailed.drc": 0,
  "commonest_non_fill_non_tap_cells_in_the_layout": "2056 x edfxtp_1, 474 x mux4_2, 275 x nor2_1",
  "first_pass_grt_wire_length_um": 298000,
  "cts_buffers": 208,
  "drv.max_cap_violation_count": 0,
  "synth-edff-count": 2056,
  "share_comb_of_total_power_pct": 28.4,
  "leakage_nw": 28.6,
  "cellInternalPower_mw": 1.77,
  "clock_sink_total": 2089,
  "clkPwrFrac_pct": 30.8,
  "boundaryPins": 40,
  "synth.top_cell.area_share_pct": 75.8,
  "dieArea_um2": 164000,
  "synth-area-yosys_um2": 81400,
  "grt_antenna_before_repair": 5,
  "stage_log_warnings": 33,
  "yosys_register_bits": 2089,
  "cts_resized": 0,
  "floorplanUtilization_pct": 50.5
}
critical path: stages:
cell             delay, ps
clkdlybuf4s50_1        540
inv_1                   70
ha_1                   270
inv_1                   40
ha_1                   280
nor2b_1                140
o21a_1                 160
o21a_1                 170
o21a_1                 160
o211ai_1               150
a21boi_0               100
o31a_1                 240
clkdlybuf4s50_1        400
power groups by stage:
stage	combinational [mW]	clock [mW]	sequential (mW)
after CTS	0.738	0.810	1.06
after global routing	0.784	0.843	1.06
final	0.733	0.796	1.06
layer usage:
| metal | GRT usage (%) | share of wire, % | vias to the layer above |
|---|---|---|---|
| met5 | 0.833 | 0.082 | - |
| met4 | 6.34 | 2.6 | 8 |
| met3 | 21.9 | 17 | 314 |
| met2 | 39.5 | 47 | 2283 |
| met1 | 40.4 | 33 | 20183 |
| li1 | - | - | 16716 |
cell families after synthesis:
family	Yosys count	synth area share, %
DFF	2089	76.8
and+or+nand+nor	502	2.64
xor gates and xnor gates	20	0.215
AOI/OAI and AO/OA	417	3.70
buffers and inverters	261	1.66
muxes	585	14.5
adders and majority gates	32	0.501
final timing paths:
check | startpoint | endpoint | depth (start not counted)
min reg2reg | FIFO_DPRAM_Inst.o_PortB_Data[3]$_DFF_P_ | o_Rd_Data[3]$_DFFE_PP_ | 0
min | FIFO_DPRAM_Inst.o_PortB_Data[3]$_DFF_P_ | o_Rd_Data[3]$_DFFE_PP_ | 0
max reg2reg | r_Rd_Addr[0]$_DFFE_PN0P_ | FIFO_DPRAM_Inst.o_PortB_Data[7]$_DFF_P_ | 10
min in group asynchronous | i_Rst_L | r_Wr_Addr[2]$_DFFE_PN0P_ | 2
max in group asynchronous | i_Rst_L | r_Rd_Addr[1]$_DFFE_PN0P_ | 2
max | i_AF_Level[0] | o_AF_Flag | 13
registers in the layout, summed over array words and instances (netlist names):
register / flops
FIFO_DPRAM_Inst.r_Memory: 2048
r_Wr_Addr: 8
r_Word_Count: 9
o_Rd_Data: 8
FIFO_DPRAM_Inst.o_PortB_Data: 8
r_Rd_Addr: 8
cell type report:
type | count | area share, %
diodes | 9 | 0.0247
clock buffers | 273 | 6.19
clock inverters | 110 | 1.03
inverters | 22 | 0.0904
multi-input cells | 1556 | 19.3
flip-flops and latches | 2089 | 68.5
well taps | 2160 | 2.96
repair buffers | 210 | 1.96
Yosys cell counts (6+ instances only):
master	count
o21a_1	15
nand3_1	36
xnor2_1	9
a31oi_1	8
buf_6	22
buf_4	26
nand4_1	10
nor3_1	45
edfxtp_1	2056
buf_2	45
nor2b_1	18
a2111oi_0	6
o221ai_1	9
buf_1	20
inv_1	20
a22o_1	35
a221oi_1	56
mux4_2	474
o22ai_1	24
nand2_1	83
mux2i_1	108
nor2_1	277
nand2b_1	9
a22oi_1	108
a21oi_1	59
a211oi_1	13
o211ai_1	6
clkbuf_1	122
xor2_1	11
o21ai_0	42
dfrtp_1	25
dfxtp_1	8
ha_1	31
through the flow:
stage | util (%) | area, µm²
floorplan | - | 81400
global placement | 52.6 | 84700
detailed placement | 52.6 | 84700
CTS | 56.7 | 91300
global route | 56.7 | 91300
finish | 56.7 | 91300
Power and IR drop assume default switching activity.
